$ cat /design/flow/config.mk
export PLATFORM = sky130hd
export DESIGN_NAME = SCCB_interface
export DESIGN_NICKNAME = SCCB_interface
export VERILOG_FILES = /design/flow/design.v
export SDC_FILE = /design/flow/constraint.sdc
export NUM_CORES = 4
export LEC_CHECK = 1
export CORE_UTILIZATION = 30
$ cat /design/flow/constraint.sdc
current_design SCCB_interface

set clk_period 13.4
set clk_io_pct 0.2

create_clock -name clk0 -period $clk_period [get_ports {clk}]

set non_clock_inputs [all_inputs -no_clocks]
set_input_delay [expr $clk_period * $clk_io_pct] -clock clk0 $non_clock_inputs
set_output_delay [expr $clk_period * $clk_io_pct] -clock clk0 [all_outputs]
$ cat /design/flow/design.v
`timescale 1ns / 1ps
module SCCB_interface
#(
    parameter CLK_FREQ = 25000000,
    parameter SCCB_FREQ = 100000
)
(
    input wire clk,
    input wire start,
    input wire [7:0] address,
    input wire [7:0] data,
    output reg ready,
    output reg SIOC_oe,
    output reg SIOD_oe
    );
    localparam CAMERA_ADDR = 8'h42;
    localparam FSM_IDLE = 0;
    localparam FSM_START_SIGNAL = 1;
    localparam FSM_LOAD_BYTE = 2;
    localparam FSM_TX_BYTE_1 = 3;
    localparam FSM_TX_BYTE_2 = 4;
    localparam FSM_TX_BYTE_3 = 5;
    localparam FSM_TX_BYTE_4 = 6;
    localparam FSM_END_SIGNAL_1 = 7;
    localparam FSM_END_SIGNAL_2 = 8;
    localparam FSM_END_SIGNAL_3 = 9;
    localparam FSM_END_SIGNAL_4 = 10;
    localparam FSM_DONE = 11;
    localparam FSM_TIMER = 12;
    initial begin 
        SIOC_oe = 0;
        SIOD_oe = 0;
        ready = 1;
    end
    reg [3:0] FSM_state = 0;
    reg [3:0] FSM_return_state = 0;
    reg [31:0] timer = 0;
    reg [7:0] latched_address;
    reg [7:0] latched_data; 
    reg [1:0] byte_counter = 0;
    reg [7:0] tx_byte = 0;
    reg [3:0] byte_index = 0;
    always@(posedge clk) begin
        case(FSM_state) 
            FSM_IDLE: begin
                byte_index <= 0;
                byte_counter <= 0;
                if (start) begin 
                    FSM_state <= FSM_START_SIGNAL;
                    latched_address <= address;
                    latched_data <= data;
                    ready <= 0;
                end
                else begin
                    ready <= 1;
                end
            end
            FSM_START_SIGNAL: begin  
                FSM_state <= FSM_TIMER;
                FSM_return_state <= FSM_LOAD_BYTE;
                timer <= (CLK_FREQ/(4*SCCB_FREQ));
                SIOC_oe <= 0;
                SIOD_oe <= 1;
            end
            FSM_LOAD_BYTE: begin  
                FSM_state <= (byte_counter == 3) ? FSM_END_SIGNAL_1 : FSM_TX_BYTE_1;
                byte_counter <= byte_counter + 1;
                byte_index <= 0;  
                case(byte_counter)
                    0: tx_byte <= CAMERA_ADDR;
                    1: tx_byte <= latched_address;
                    2: tx_byte <= latched_data;
                    default: tx_byte <= latched_data;
                endcase
            end
            FSM_TX_BYTE_1: begin  
                FSM_state <= FSM_TIMER;
                FSM_return_state <= FSM_TX_BYTE_2;
                timer <= (CLK_FREQ/(4*SCCB_FREQ));
                SIOC_oe <= 1; 
            end
            FSM_TX_BYTE_2: begin  
                FSM_state <= FSM_TIMER;
                FSM_return_state <= FSM_TX_BYTE_3;
                timer <= (CLK_FREQ/(4*SCCB_FREQ));  
                SIOD_oe <= (byte_index == 8) ? 0 : ~tx_byte[7];  
            end
            FSM_TX_BYTE_3: begin  
                FSM_state <= FSM_TIMER;
                FSM_return_state <= FSM_TX_BYTE_4;
                timer <= (CLK_FREQ/(2*SCCB_FREQ));
                SIOC_oe <= 0;  
            end
            FSM_TX_BYTE_4: begin  
                FSM_state <= (byte_index == 8) ? FSM_LOAD_BYTE : FSM_TX_BYTE_1;
                tx_byte <= tx_byte<<1;  
                byte_index <= byte_index + 1;
            end
            FSM_END_SIGNAL_1: begin  
                FSM_state <= FSM_TIMER;
                FSM_return_state <= FSM_END_SIGNAL_2;
                timer <= (CLK_FREQ/(4*SCCB_FREQ));
                SIOC_oe <= 1;
            end
            FSM_END_SIGNAL_2: begin  
                FSM_state <= FSM_TIMER;
                FSM_return_state <= FSM_END_SIGNAL_3;
                timer <= (CLK_FREQ/(4*SCCB_FREQ));
                SIOD_oe <= 1;
            end
            FSM_END_SIGNAL_3: begin  
                FSM_state <= FSM_TIMER;
                FSM_return_state <= FSM_END_SIGNAL_4;
                timer <= (CLK_FREQ/(4*SCCB_FREQ));
                SIOC_oe <= 0;
            end
            FSM_END_SIGNAL_4: begin  
                FSM_state <= FSM_TIMER;
                FSM_return_state <= FSM_DONE;
                timer <= (CLK_FREQ/(4*SCCB_FREQ));
                SIOD_oe <= 0;
            end
            FSM_DONE: begin  
                FSM_state <= FSM_TIMER;
                FSM_return_state <= FSM_IDLE;
                timer <= (2*CLK_FREQ/(SCCB_FREQ));
                byte_counter <= 0;
            end
            FSM_TIMER: begin  
                FSM_state <= (timer == 0) ? FSM_return_state : FSM_TIMER;
                timer <= (timer==0) ? 0 : timer - 1;
            end
        endcase
    end
endmodule
$ cat /design/flow/run.sh
#!/bin/bash
# OpenROAD 26Q1-2900-gdf79404cd8, Yosys 0.63+post, stock flow scripts
make -C /OpenROAD-flow-scripts/flow DESIGN_CONFIG=/design/flow/config.mk WORK_HOME=/design/flow/orfs finish
==> impl_metrics.csv <==
group,metric,value,unit
outcome,outcome,"completed",
power,p_per_area,226.6,mW/mm2
grt,grt.overflow.total,0,
timing,fmax,262.8,MHz
worst_setup_path,cp_cell_sequence,"clkdlybuf4s50_1",
cts,cts_setup_buffers,0,
synth,netlist_instances,343,
synth,synth_stat.cells,343,
grt,antenna_found_initial,0,
timing,min_period,3.805,ns
worst_setup_path,reg2reg_setup_slack,10.80,ns
synth,yosys-stat-area,0.003812,mm2
place,post-place-ws,9.552,ns
synth,synth_seq_share,57.50,%
worst_setup_path,worstPathArrival,1.12,ns
grt,grt_pass1_vias,2492,
timing,final.setup.worst_slack,9.595,ns
grt,globalRouteTotalUtil,11.76,%
worst_setup_path,critPathRequiredTime,10.72,ns
timing,hold_viol,0,
run,log.warning_count,29,
detailed_routing,wire_per_inst,12.99,um
cts,cts_sinks,73,
cells_and_area,fill_cells,1195,
cells_and_area,mi_logic_area,0.001513,mm2
cells_and_area,drive_gt1_share,10.08,%
synth,ys_warn_count,1,
timing,slew_headroom,50.48,%
worst_setup_path,crit_path_start_kind,"register",
synth,synth-edff-count,73,
cts,cts_hold_buffers,0,
floorplan,die.size.y,114.7,um
synth,synthFlopType,"edfxtp_1",
timing,rsz0062_at_grt,"false",
worst_setup_path,crit_path_max_fanout,1,
detailed_routing,route.detailed.drc,0,
place,dpl.hpwl,4.663,mm
hold_path,min_path_type,"register to register",
synth,syn-cell-area,0.003812,mm2
floorplan,num_rows,40,
power,ir_drop,0.1412,mV
detailed_routing,vias_per_cell,4.770,
floorplan,die_area,0.01316,mm2
timing,setup_viol,0,
detailed_routing,wirelength,6.950,mm
floorplan,ioPinCount,21,
cts,clk_latency,0.33,ns
timing,min_period_over_period,28.39,%
cells_and_area,lay_top_count,"edfxtp_1",
detailed_routing,drt_iter0_drc,152,
worst_setup_path,r2r_cells,5,
worst_setup_path,regToRegEndpoint,"FSM_state[2]",
timing,slew_violations,0,
cells_and_area,flop_area,0.002192,mm2
worst_setup_path,r2r_start,"timer[26]",
cts,cts.clk_slew.worst_paths,0.06,ns
synth,async_flop_share,0,%
timing,fin_skew,0.004539,ns
detailed_routing,n_antenna_cell,0,
detailed_routing,vias,2552,
place,portBuffers,20,
hold_path,hp-start,"tx_byte[0]",
place,routabilityCongestion,0.8393,
power,power_leakage,1.474,nW
cts,cts_buffer_depth,2,
cts,cts-resized-gates,0,
grt,grt_pass1_wl,11.82,mm
worst_setup_path,cp_slowest_cell,"clkdlybuf4s50_1",
cts,cts_buffers,9,
worst_setup_path,cp_top_family,"buffers and inverters",
worst_setup_path,cpPeakStageDelay,0.46,ns
detailed_routing,dr.pass1.iters,4,
floorplan,die_w,114.7,um
worst_setup_path,endpoint_kind,"output port",
cells_and_area,mostFrequentLayoutCells,"edfxtp_1 (73), nor2_1 (46), nand2_1 (29), o21ai_0 (29), clkdlybuf4s50_1 (20)",
synth,synth_cell_types,48,
hold_path,min_to,"tx_byte[1]",
run,cap_violations,0,
cts,htreeDepth,3,
cts,clockRootBuffer,"clkbuf_16",
hold_path,hold_depth,2,
detailed_routing,ant_nets,0,
synth,ys.flops,73,
floorplan,fp-utilization,31.22,%
synth,avgSynthCellArea,11.11,um2
worst_setup_path,crit_type,"register to output port",
timing,tns,0,ns
floorplan,core-area,0.01221,mm2
cells_and_area,syn_to_final_growth,18.77,%
cts,tritoncts,"yes",
grt,grt_max_degree,33,
worst_setup_path,path_buffers,1,
timing,worst_pin_slew,0.7372,ns
## synth_stat cells, types with 2 or more instances
| cell | count | share of area (%) |
|---|---|---|
| edfxtp_1 | 73 | 57 |
| nor2_1 | 46 | 4.5 |
| nand2_1 | 29 | 2.9 |
| o21ai_0 | 29 | 3.8 |
| xnor2_1 | 18 | 4.1 |
| a21oi_1 | 12 | 1.6 |
| inv_1 | 11 | 1.1 |
| clkbuf_1 | 10 | 0.98 |
| nor3_1 | 10 | 1.3 |
| xor2_1 | 9 | 2.1 |
| nand3_1 | 8 | 1.1 |
| or3_1 | 8 | 1.3 |
| ha_1 | 7 | 2.3 |
| a22oi_1 | 6 | 1.2 |
| nor2b_1 | 6 | 0.98 |
| and2_1 | 5 | 0.82 |
| and3_1 | 5 | 0.82 |
| nand4_1 | 5 | 0.82 |
| nor4_1 | 5 | 0.82 |
| or4_1 | 4 | 0.79 |
| nor4_4 | 3 | 1.7 |
| a211oi_1 | 2 | 0.39 |
| buf_2 | 2 | 0.26 |
| buf_4 | 2 | 0.39 |
| nand2b_1 | 2 | 0.33 |
| nor4_2 | 2 | 0.66 |
| o31ai_1 | 2 | 0.39 |
| or2_2 | 2 | 0.33 |
## metal layers
metal	wire length, um	vias up	track usage [%]
met5	0	-	0
met2	3053	53	17.49
met1	3428	1198	18.66
met3	352	10	3.110
met4	115	0	1.732
li1	-	1291	-
## worst min-delay path: stages (launching register included)
cell,delay [ns]
edfxtp_1,0.32
nand2_1,0.04
o21ai_0,0.06
## area by class of cell
type	instances	share of cell area, %
Sequential cell	73	48.41
Inverter	11	0.9119
Tap cell	168	4.642
Multi-Input combinational cell	244	33.41
Clock inverter	7	2.736
Clock buffer	9	4.974
Timing Repair Buffer	23	4.918
## power by group
part           internal [mW]  switching [mW]
Combinational          0.107           0.181
Clock                  0.184          0.0967
Sequential             0.378          0.0799
## registers in the layout, indices dropped and copies added (netlist names)
name	cells
byte_counter	2
tx_byte	8
timer	32
latched_data	8
SIOC_oe	1
SIOD_oe	1
byte_index	4
latched_address	8
ready	1
FSM_return_state	4
FSM_state	4
## through the flow
step	hold slack, ns	std cells	power (mW)	utilization [%]	cell area (um2)
final	0.5242	535	1.026	37.08	4528
after CTS	0.5275	535	1.035	37.08	4528
after global routing	0.5599	535	1.095	37.08	4528
after detailed placement	0.5133	519	0.7483	34.22	4179
after global placement	0.5131	519	0.7456	34.22	4179
after floorplan	0.4963	343	0.6639	-	3812
## how the worst max path moves through the flow
stage / startpoint / end / slack, ns / cells after the start
finish: ready / ready / 9.60 / 1
global route: ready / ready / 9.54 / 1
CTS: ready / ready / 9.57 / 1
## logic make-up after synthesis
family	synth area share, %
AOI/OAI and AO/OA	8.795
xor gates and xnor gates	6.203
adders and majority gates	2.297
buffers and inverters	2.822
and+or+nand+nor	22.12
muxes	0.2626
DFF	57.50
No activity file was given, so power comes from the tool's default toggle rates.

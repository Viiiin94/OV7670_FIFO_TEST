--- flow/design.v ---
`timescale 1ns / 1ps
module OV7670_controller(
    input wire clk,            
    input wire resend,         
    output wire config_done,   
    output reg sioc,           
    inout  wire siod           
    );
    reg [15:0] command;
    reg [7:0] rom_addr;
    reg [7:0] slave_addr = 8'h42;  
    reg [23:0] data_sr;            
    reg [5:0] bit_count;
    reg [1:0] state;
    reg [15:0] clk_div;
    wire i2c_tick = (clk_div == 1000);  
    reg siod_out;
    reg siod_oe;
    assign siod = (siod_oe) ? siod_out : 1'bz;
    assign config_done = (command == 16'hFFFF);
    initial begin
        sioc = 1;
        siod_oe = 1;
        siod_out = 1;
        state = 0;
        rom_addr = 0;
        bit_count = 0;
        clk_div = 0;
    end
    always @(*) begin
        case(rom_addr)
            8'h00 : command = 16'h1204;  
            8'h01 : command = 16'h1100;  
            8'h02 : command = 16'h0C00;  
            8'h03 : command = 16'h3E00;  
            8'h04 : command = 16'h8C00;  
            8'h05 : command = 16'h0400;  
            8'h06 : command = 16'h4010;  
            8'h07 : command = 16'h3A04;  
            8'h08 : command = 16'h1438;  
            8'h09 : command = 16'h0C04;  
            8'h0A : command = 16'h3E19;  
            8'h0B : command = 16'h703A;  
            8'h0C : command = 16'h7135;  
            8'h0D : command = 16'h7211;  
            8'h0E : command = 16'h73F0;  
            8'h0F : command = 16'hA202;  
            default : command = 16'hFFFF;
        endcase
    end
    always @(posedge clk) begin
        if (resend) begin
            rom_addr <= 0;
            state <= 0;
            sioc <= 1;
            siod_oe <= 1;
            siod_out <= 1;
            clk_div <= 0;
        end else if (!config_done) begin
            if (clk_div < 1000) begin
                clk_div <= clk_div + 1;
            end else begin
                clk_div <= 0;  
                case (state)
                    0: begin
                        sioc <= 1;
                        siod_oe <= 1;
                        if (bit_count == 0) begin  
                            siod_out <= 0;
                            data_sr <= {slave_addr, command};  
                            state <= 1;
                        end
                    end
                    1: begin
                        if (sioc == 1) begin
                            sioc <= 0;
                        end else begin
                            if (bit_count == 0 || bit_count == 9 || bit_count == 18 || bit_count == 27) begin
                                siod_oe <= 0;  
                            end else begin
                                siod_oe <= 1;
                                siod_out <= data_sr[23];  
                                data_sr <= {data_sr[22:0], 1'b0};
                            end
                            sioc <= 1;  
                            bit_count <= bit_count + 1;
                            if (bit_count == 28) begin  
                                state <= 2;
                            end
                        end
                    end
                    2: begin
                        sioc <= 0;
                        siod_oe <= 1;
                        siod_out <= 0;
                        state <= 3;
                    end
                    3: begin
                        sioc <= 1;
                        state <= 4;
                    end
                    4: begin
                        siod_out <= 1;  
                        bit_count <= 0;
                        state <= 0;
                        rom_addr <= rom_addr + 1;  
                    end
                endcase
            end
        end
    end
endmodule
module ov7670_sccb (
    input  wire clk,         
    input  wire reset,
    output reg  sioc,
    inout  wire siod,
    output reg  done
);
    reg [8:0] clk_div;
    wire scl_tick = (clk_div == 499);
    always @(posedge clk) begin
        if (reset) clk_div <= 0;
        else if (scl_tick) clk_div <= 0;
        else clk_div <= clk_div + 1;
    end
    reg siod_out;
    reg siod_oe;
    assign siod = siod_oe ? siod_out : 1'bz;
    wire siod_in = siod;
    reg [7:0] rom_addr;
    reg [15:0] rom_data;
    always @(*) begin
        case (rom_addr)
            8'd0: rom_data = 16'h1280;  
            8'd1: rom_data = 16'h1204;  
            8'd2: rom_data = 16'h4010;  
            8'd3: rom_data = 16'hFFFF;  
            default: rom_data = 16'hFFFF;
        endcase
    end
    localparam IDLE  = 0,
               START = 1,
               SEND  = 2,
               ACK   = 3,
               STOP  = 4;
    reg [2:0] state;
    reg [7:0] shift;
    reg [3:0] bit_cnt;
    reg [1:0] byte_sel;
    always @(posedge clk) begin
        if (reset) begin
            state    <= IDLE;
            sioc     <= 1;
            siod_out <= 1;
            siod_oe  <= 1;
            rom_addr <= 0;
            done     <= 0;
        end else if (scl_tick) begin
            case (state)
            IDLE: begin
                if (rom_data != 16'hFFFF) begin
                    state <= START;
                    done  <= 0;
                end else begin
                    done <= 1;
                end
            end
            START: begin
                siod_out <= 0;
                siod_oe  <= 1;
                sioc     <= 1;
                shift    <= 8'h42;  
                bit_cnt  <= 7;
                byte_sel <= 0;
                state    <= SEND;
            end
            SEND: begin
                sioc <= 0;
                siod_out <= shift[bit_cnt];
                sioc <= 1;
                if (bit_cnt == 0) state <= ACK;
                else bit_cnt <= bit_cnt - 1;
            end
            ACK: begin
                sioc <= 0;
                siod_oe <= 0;  
                sioc <= 1;
                if (siod_in != 0) begin
                    state <= IDLE;  
                end else begin
                    siod_oe <= 1;
                    if (byte_sel == 0) begin
                        shift <= rom_data[15:8];
                        bit_cnt <= 7;
                        byte_sel <= 1;
                        state <= SEND;
                    end else if (byte_sel == 1) begin
                        shift <= rom_data[7:0];
                        bit_cnt <= 7;
                        byte_sel <= 2;
                        state <= SEND;
                    end else begin
                        state <= STOP;
                    end
                end
            end
            STOP: begin
                sioc <= 1;
                siod_out <= 0;
                siod_out <= 1;
                rom_addr <= rom_addr + 1;
                state <= IDLE;
            end
            endcase
        end
    end
endmodule
--- flow/run.sh ---
#!/bin/bash
# OpenROAD 26Q1-2900-gdf79404cd8, Yosys 0.63+post, stock flow scripts
make -C /OpenROAD-flow-scripts/flow DESIGN_CONFIG=/design/flow/config.mk WORK_HOME=/design/flow/orfs finish
--- flow/config.mk ---
export PLATFORM = sky130hd
export DESIGN_NAME = OV7670_controller
export DESIGN_NICKNAME = OV7670_controller
export VERILOG_FILES = /design/flow/design.v
export SDC_FILE = /design/flow/constraint.sdc
export NUM_CORES = 4
export LEC_CHECK = 1
export CORE_UTILIZATION = 50
--- flow/constraint.sdc ---
current_design OV7670_controller

set clk_period 8.5
set clk_io_pct 0.2

create_clock -name clk0 -period $clk_period [get_ports {clk}]

set non_clock_inputs [all_inputs -no_clocks]
set_input_delay [expr $clk_period * $clk_io_pct] -clock clk0 $non_clock_inputs
set_output_delay [expr $clk_period * $clk_io_pct] -clock clk0 [all_outputs]
==> metrics.csv <==
stage,metric,value,unit
outcome,status,aborted with a tool error,
outcome,lastStage,4_1_cts,
outcome,error,"[error] [KeplerFormal.cpp:679] Workflow failed: Iso has multiple drivers: .siod0, siod$_SDFFE_PP1P_.Q0",
placed_design,place.gp.congestion,0.759,
synthesis,synth_async_sr_flop_share,0,%
synthesis,ys.flop_type,edfxtp_1,
synthesis,synth_cell_types,38,
synthesis,ys_sh_xor,4.78,%
clock_network,ctsResizeCount,0,
synthesis,ys_seq_share,61.6,%
floorplanning,floorplan.core_util,53.5,%
floorplanning,dieWidth,65.5,µm
synthesis,synth.largest_area_cell,edfxtp_1,
clock_network,clockBufferDepth,2,
synthesis,aoi_share,5.77,%
clock_network,cts-hold-fix-buffers,0,
clock_network,postCtsSetupRepairBufs,0,
synthesis,ys_warn_count,3,
synthesis,top_cells_by_area,"edfxtp_1 (42%), dfxtp_1 (20%), ha_1 (5.6%)",
clock_network,htreeDepth,2,
placed_design,dpl.hpwl,1.80,mm
placed_design,place_area,2120,µm²
floorplanning,pin_count,5,
clock_network,cts.sinks,48,
floorplanning,die_y,65.5,µm
synthesis,fa_ha_area_share,5.59,%
synthesis,synthMuxAreaShare,2.61,%
synthesis,top_cell_area_share,41.7,%
synthesis,edf_count,28,
placed_design,numPortBuffers,2,
synthesis,ys_seq_elements,48,
synthesis,ys_cells,158,
synthesis,simple_gate_share,17.3,%
clock_network,cts-buffers-inserted,5,
synthesis,synth_area_per_cell,12.8,µm²
synthesis,yosys-stat-area,2020,µm²
floorplanning,row_count,22,
synthesis,ys_top_logic_family,simple AND/OR/NAND/NOR gates,
synthesis,syn_area,2020,µm²
synthesis,netlist_instances,158,
clock_network,cts_root_buffer,clkbuf_8,
-- Yosys cell counts, drive strengths merged (2+ instances only) --
master and count:
nor3 2, nand2b 7, buf 2, ha 9
nor3b 2, clkbuf 3, inv 6, dfxtp 20
mux2i 3, xor2 5, nand3 7, and2 17
a21oi 3, edfxtp 28, a31oi 2, nor2 16
nand2 3, xnor2 6
-- cells by family after synthesis --
family / count (synthesis)
adder cells (fa/ha/maj): 9
buffers and inverters: 11
flip-flops: 48
other: 1
AND-OR/OR-AND: 14
AND/OR/NAND/NOR: 60
XOR/XNOR: 11
multiplexers: 4
-- per-stage QoR --
| step | cells | total power, mW | worst slack [ns] |
|---|---|---|---|
| floorplan | 164 | 0.298 | 4.20 |
| global placement | 211 | 0.308 | 5.09 |
| detailed placement | 211 | 0.309 | 5.05 |
Power and IR drop assume default switching activity.
